==> /design/flow/design.v <==
`timescale 1ns / 1ps
module color_sensor(
input freqIn,
input clk,
output RMF,RMB,LMF,LMB, LM_pwm,RM_pwm,  
output select0,
output select1,
output reg select2,
output reg select3,
output EO,
output [3:0]an, 
output a, b, c, d, e, f, g
    );
    reg [24:0] red;
    reg [24:0] green;
    reg [24:0] blue;
    reg [24:0] clear;
    reg prevFreq;
    reg [26:0] counter;
    reg [26:0] clkCount;
    reg [24:0] freqCount;
    reg [24:0] freq;
    reg [6:0] motor_temp;
    reg JC3_temp, JC4_temp, JC9_temp, JC10_temp, curr_pwm_r, curr_pwm_L;
    reg [3:0]sseg;
    reg [6:0]sseg_temp;
    reg [3:0] colState;
    reg[22:0] counter_r;
    reg[22:0] counter_L;
    reg[22:0] pulsewidth_r;
    reg[22:0] pulsewidth_L;
    reg RM_pwm_temp;
    reg LM_pwm_temp;
    reg [6:0] motor_temp;
    reg RMF_temp, RMB_temp, LMF_temp, LMB_temp;
    initial begin
    red = 0;
    green = 0;
    blue = 0;
    clear = 0;
    counter = 0;
    freqCount = 0;
    clkCount = 0;
    freq = 0;
    colState = 0;
    select2 = 0;
    select3 = 0;
    end
    assign EO = 0;
    assign select0 = 1;
    assign select1 = 0;
    assign an = 4'b0111;
    always@ (posedge clk)
    begin
        counter <= counter + 1;    
        prevFreq <= freqIn;
        if(freqIn == 1 && prevFreq == 0)
        begin
            freqCount <= freqCount + 1;
        end    
        else if(counter == 12_500_000)
        begin
            freq <= freqCount << 3;
            freqCount <= 0;
            counter <= 0;
        end
    end
    always@(negedge clk)
    begin
        if(counter_r == 1666667)
            counter_r <= 0;
        else
            counter_r <= counter_r +1;
        if(counter_r < pulsewidth_r)
            RM_pwm_temp  = 1;
        else
            RM_pwm_temp = 0;  
    end
    always@(negedge clk)
    begin
        if(counter_L == 1666667)
            counter_L <= 0;
        else
            counter_L <= counter_L +1;
        if(counter_L < pulsewidth_L)
            LM_pwm_temp = 1;
        else
            LM_pwm_temp = 0;  
    end
    always@ (posedge clk)
    begin
    case(colState)
    0 : begin  
            clkCount <= clkCount + 1;
            if(clkCount == 12_500_000)
            begin 
                red <= freq;
                clkCount <= 0;
                colState <= 1;
                select2 <= 0;
                select3 <= 1;
            end
        end
    1 : begin  
            clkCount <= clkCount + 1;
            if(clkCount == 12_500_000)
            begin
                blue <= freq;
                clkCount <= 0;
                colState <= 2;
                select2 <= 1;
                select3 <= 1;
            end
        end
    2 : begin
            clkCount <= clkCount + 1;
            if(clkCount == 12_500_000)
            begin
                green <= freq;
                clkCount <= 0;
                colState <= 3;
                select2 <= 0;
                select3 <= 0;
            end
        end
    3: begin
            if(blue < green && red > blue)
            begin
                sseg_temp <= 7'b0000011;
                pulsewidth_L <= 833334;
                pulsewidth_r <= 833334;
                motor_temp <= 4'd0;
            end
            else if(red < green && red < blue && red > 1800) 
            begin
                sseg_temp   <= 7'b0101111;
                motor_temp <= 4'd3;
            end
            else if(green < blue && green < red && green > 2500)
            begin
                sseg_temp <= 7'b0000010;
                pulsewidth_L <= 1666667;
                pulsewidth_r <= 1666667;
                motor_temp <= 4'd0;
            end
            else
            begin
            sseg_temp <= 7'b0111111;
            end
            colState <= 0;
            select2 <= 0;
            select3 <= 0;
        end
    endcase
    end
    assign {g, f, e, d, c, b, a} = sseg_temp;
    always@(*)
     begin 
        case(motor_temp)
            4'd0:  
                begin
                    RMF_temp  =  1;
                    RMB_temp  =  0;
                    LMF_temp  =  1;
                    LMB_temp  =  0;
                end
            4'd1:  
                begin
                    RMF_temp  =  1;
                    RMB_temp  =  0;
                    LMF_temp  =  0;
                    LMB_temp  =  1;
                end
           4'd2:  
                begin
                    RMF_temp  =  0;
                    RMB_temp  =  1;
                    LMF_temp  =  1;
                    LMB_temp  =  0;
                end
          4'd3:  
                begin
                    RMF_temp  =  0;
                    RMB_temp  =  0;
                    LMF_temp  =  0;
                    LMB_temp  =  0;
                end
          4'd4:  
                begin
                    RMF_temp  =  0;
                    RMB_temp  =  1;
                    LMF_temp  =  0;
                    LMB_temp  =  1;
                end
           default:  
                begin
                    RMF_temp  =  1;
                    RMB_temp  =  0;
                    LMF_temp  =  1;
                    LMB_temp  =  0;
                end
        endcase
     end
    assign RM_pwm = RM_pwm_temp;  
    assign LM_pwm = LM_pwm_temp;  
    assign RMF = RMF_temp;
    assign RMB = RMB_temp;
    assign LMF = LMF_temp;
    assign LMB = LMB_temp;
endmodule   
==> /design/flow/run.sh <==
#!/bin/bash
# OpenROAD 26Q1-2900-gdf79404cd8, Yosys 0.63+post, stock flow scripts
make -C /OpenROAD-flow-scripts/flow DESIGN_CONFIG=/design/flow/config.mk WORK_HOME=/design/flow/orfs finish
==> /design/flow/config.mk <==
export PLATFORM = sky130hd
export DESIGN_NAME = color_sensor
export DESIGN_NICKNAME = color_sensor
export VERILOG_FILES = /design/flow/design.v
export SDC_FILE = /design/flow/constraint.sdc
export NUM_CORES = 4
export LEC_CHECK = 1
export CORE_UTILIZATION = 40
==> /design/flow/constraint.sdc <==
current_design color_sensor

set clk_period 4.7
set clk_io_pct 0.2

create_clock -name clk0 -period $clk_period [get_ports {clk}]

set non_clock_inputs [all_inputs -no_clocks]
set_input_delay [expr $clk_period * $clk_io_pct] -clock clk0 $non_clock_inputs
set_output_delay [expr $clk_period * $clk_io_pct] -clock clk0 [all_outputs]
==> results.py <==
# Physical implementation metrics
metrics = {
    "status": {
        "status": "finished, final reports clean",
    },
    "setup_path": {
        "cp_top_family": "buffers and inverters",
        "slowest_delay_ps": 460,
        "critPathArrivalTime_ps": 3690,
        "critPathKind": "reg2out",
        "crit_buf_inv": 1,
        "slowest_stage": "clkdlybuf4s50_1",
        "cp_cell_sequence": "clkdlybuf4s50_1",
        "end_kind": "output pin",
        "worstPathMaxFanout": 1,
        "cp.required_ps": 3760,
        "cp-start-kind": "flop",
    },
    "yosys": {
        "top_cell_area_share_pct": 39.8,
        "ys_area_mm2": 0.0110,
        "ys_cells": 997,
        "syn_area_per_cell_um2": 11.0,
        "synth_seq_share_pct": 53.8,
        "ys_warn_count": 1,
        "syn_inst": 997,
        "yosys.area.top_type": "edfxtp_1",
        "ys_types": 50,
        "synth_area_mm2": 0.0110,
        "area_leaders": "edfxtp_1 40%, dfxtp_1 14%, ha_1 12%",
        "ys_ff": 223,
        "async_flop_share_pct": 0,
        "edf_count": 146,
        "synthFlopType": "edfxtp_1",
    },
    "global_route": {
        "grt_pass1_wl_um": 33800,
        "antenna_found_initial": 0,
        "grt_max_degree": 30,
        "track_usage_pct": 15.4,
        "grt-ovfl-total": 0,
        "grt_pass1_vias": 6963,
    },
    "cells_and_area": {
        "final_area_mm2": 0.0126,
        "final_util_pct": 46.8,
        "fin_cells": 1441,
        "drive_gt1_share_pct": 5.73,
        "layout_top_cells": "146 x edfxtp_1, 118 x inv_1, 106 x nor2_1",
        "area_delta_synth_final_pct": 14.4,
        "lay_top_count": "edfxtp_1",
    },
    "placement": {
        "place_hpwl_um": 13900,
        "globalplace.congestion": 0.878,
        "port_buffers": 12,
        "dp_slack_ps": 404,
        "dp_cells": 1346,
        "place_area_mm2": 0.0116,
    },
    "run": {
        "tool_warnings": 79,
        "max_cap_violations": 0,
    },
    "timing": {
        "relSlewSlack_pct": 42.3,
        "final.setup.worst_slack_ps": 69.5,
        "tns_ps": 0,
        "fin_skew_ps": 53.4,
        "drv_slew": 0,
        "whs_ps": 452,
        "rsz0062_at_grt": "false",
        "finalSetupViolCount": 0,
        "hold_viol": 0,
        "worstMarginPinSlew_ps": 858,
    },
    "cts": {
        "clk_path_buf_depth": 3,
        "clock_sinks": 223,
        "cts_resized": 0,
        "htree_num_levels": 1,
        "cts_buffers": 26,
        "ctsRootBufferMaster": "clkbuf_16",
        "tritoncts": "done",
        "insertion_delay_ps": 570,
        "postCtsSetupRepairBufs": 0,
        "hold_buffers": 0,
        "clk_pin_slew_ps": 50,
    },
    "detailed_routing": {
        "via_per_inst": 4.99,
        "drt-pass1-iter-count": 4,
        "detail_route.wl_per_cell_um": 13.7,
        "drt_first_iter_violations": 413,
        "insertedDiodeCount": 0,
        "wirelength_um": 19700,
        "antenna_left": 0,
        "num_vias": 7185,
        "drc": 0,
    },
    "floorplan": {
        "ios": 24,
        "die_height_um": 168,
        "dieArea_mm2": 0.0282,
        "fp-utilization_pct": 40.9,
        "std_cell_rows": 60,
        "fp.coreArea_mm2": 0.0270,
        "die_x_um": 168,
    },
    "pwr": {
        "pwr-share-comb_pct": 2.0,
        "pwr-share-seq_pct": 49.3,
        "p_leak_nw": 5.11,
        "p_total_mw": 4.41,
        "vdd_drop_max_mv": 0.336,
        "p_int_mw": 3.44,
        "swShare_pct": 22.0,
        "pwr-share-clk_pct": 48.7,
        "switchingPower_uw": 969,
        "powerDensity_mw_per_mm2": 350,
    },
    "worst_hold_path": {
        "min_path_type": "reg2reg",
    },
}
## synth_stat cells (5+ instances only)
cell / number
a21boi_0: 5
a21o_1: 6
a21oi_1: 37
and3_1: 19
buf_4: 14
clkbuf_1: 6
dfxtp_1: 77
edfxtp_1: 146
ha_1: 102
inv_1: 70
nand2_1: 68
nand2b_1: 8
nand3_1: 48
nand4_1: 47
nor2_1: 106
nor2b_1: 7
nor3_1: 25
nor4_1: 15
o211ai_1: 5
o21ai_0: 21
or3_1: 6
xnor2_1: 49
xor2_1: 56
## worst paths after layout
kind	start	endpoint	slack [ps]	cells after the start
hold reg to reg	counter[26]$_DFF_P_	counter[26]$_DFF_P_	450	1
setup reg to reg	pulsewidth_L[18]$_SDFFCE_PP1P_	LM_pwm_temp$_DFF_N_	460	8
setup / recovery	LM_pwm_temp$_DFF_N_	LM_pwm	70	1
hold / removal	counter[26]$_DFF_P_	counter[26]$_DFF_P_	450	1
## power by group through the flow
stage / clock (mW) / combinational, mW / sequential, mW
finish: 2.15 / 0.0903 / 2.17
global route: 2.32 / 0.106 / 2.18
CTS: 2.21 / 0.0916 / 2.17
## layout make-up
| cell class | count | area (µm²) |
|---|---|---|
| Fill cell | 2370 | 14400 |
| Inverter | 69 | 259 |
| Clock inverter | 63 | 350 |
| Clock buffer | 33 | 697 |
| Tap cell | 341 | 427 |
| Multi-Input combinational cell | 690 | 4750 |
| Sequential cell | 223 | 5930 |
| Timing Repair Buffer | 22 | 195 |
## flip-flops by register name (all words and copies together) (netlist names)
name / cells
clkCount: 27
counter: 27
counter_L: 23
counter_r: 23
blue: 22
freqCount: 22
freq: 22
green: 22
red: 22
sseg_temp: 3
colState: 2
pulsewidth_L: 2
LM_pwm_temp: 1
RM_pwm_temp: 1
motor_temp: 1
prevFreq: 1
select2: 1
select3: 1
## metal layers
layer | GRT usage (%) | part of all wire [%] | vias to the layer above
met4 | 3.23 | 2.1 | 0
met2 | 22.2 | 43 | 118
met3 | 4.02 | 5.0 | 32
met5 | 0 | 0 | -
li1 | - | - | 3723
met1 | 24.7 | 50 | 3312
## kinds of logic (layout without fill, tap and decap cells)
logic type | count (synthesis) | in the layout | share of synthesized area [%]
xor gates and xnor gates | 105 | 105 | 8.35
other | 2 | 11 | 0.0682
DFF | 223 | 223 | 53.8
adders and majority gates | 102 | 102 | 11.6
and+or+nand+nor | 377 | 377 | 17.3
muxes | 1 | 1 | 0.102
AOI/OAI and AO/OA | 94 | 94 | 5.11
buffers and inverters | 93 | 187 | 3.68
No activity file was given, so power comes from the tool's default toggle rates.
